==> ./design.v <==
`timescale 1s / 0.1s
module digital(clk,res,sec,min,hr,dd,mm,yy,sc,mn,hrs,dt,mon,yr,ww);
input res,clk;
output reg[5:0]sec;
output reg[5:0]min;
output reg[4:0]hr;
output reg[5:0]dd;
output reg[1:3]ww;
output reg[3:0]mm;
output reg[11:0]yy;
input sc,mn,hrs,dt,mon,yr;
integer w,w1;
always@(posedge clk )
begin
   if(res)
       begin
           sec<=0;
           min<=0;
           hr<=0;
           dd<=1;
           mm<=1;
           yy<=2016;
           ww<=5;
       end   
     else if(sec<=58)
        begin
            sec=sec+1;
        end           
     else
        begin
           sec<=0;
           min=min+1;
        end
     if(min>=60)
        begin
            min<=0;
            hr=hr+1;
        end
      if(hr==24)
        begin
            hr<=0;             
            dd=dd+1;
            w=dd;
            w1=dd+1;
            if(w<=w1)
                                    if(ww<=7)
                                        begin
                                            begin
                                                ww=ww+1;
                                            end
                                     if(ww==7)
                                        begin
                                            ww=0;
                                        end
                                        end
        end 
        if(mm%2==1 && mm<8)
        begin   
        if(dd>=32)
            begin
                dd<=1;
                mm=mm+1;
            end
         end
         else if(mm!=2 && mm%2==0 && mm<8)
         begin
            if(dd>=31)
                begin
                    dd<=1;
                    mm=mm+1;
                end
             end
             else
                begin
         if(mm==2 && dd>=29 && yy%4!=0)
            begin
                dd<=1;
                mm=mm+1;
            end
            else if(mm==2 && dd>=30 && yy%4==0)
                begin
                     dd<=1;
                     mm=mm+1;
                end
            else if(mm>=8)
                begin
                    if(mm%2==1 && dd>=31)
                        begin
                                dd<=1;
                                mm=mm+1;
                         end
                       else
                        begin
                            if(dd>=32)
                                begin
                                    dd<=1;
                                    mm=mm+1;
                                end
                        end
                  end
                 end
         if(mm>=13)
            begin
                mm<=1;
                yy=yy+1;
            end
         if(sc)
         	begin
			sec=0;
		end
	if(mn)
		begin
			min=min+1;
		end
	if(hrs)
		begin
	       hr=hr+1;
		end	
	if(dt)
		begin
			dd=dd+1;
		end
	if(mon)
		begin
			mm=mm+1;
		end
	if(yr)
		begin
			yy=yy+1;
		end
end    
endmodule
==> ./run.sh <==
#!/bin/bash
# OpenROAD 26Q1-2900-gdf79404cd8, Yosys 0.63+post, stock flow scripts
make -C /OpenROAD-flow-scripts/flow DESIGN_CONFIG=/design/flow/config.mk WORK_HOME=/design/flow/orfs finish
==> ./config.mk <==
export PLATFORM = sky130hd
export DESIGN_NAME = digital
export DESIGN_NICKNAME = digital
export VERILOG_FILES = /design/flow/design.v
export SDC_FILE = /design/flow/constraint.sdc
export NUM_CORES = 4
export LEC_CHECK = 1
export CORE_UTILIZATION = 30
==> ./constraint.sdc <==
current_design digital

set clk_period 7.5
set clk_io_pct 0.2

create_clock -name clk0 -period $clk_period [get_ports {clk}]

set non_clock_inputs [all_inputs -no_clocks]
set_input_delay [expr $clk_period * $clk_io_pct] -clock clk0 $non_clock_inputs
set_output_delay [expr $clk_period * $clk_io_pct] -clock clk0 [all_outputs]
==> GITHUB_STEP_SUMMARY <==
### Metrics collected by this job

| Metric | Value |
|---|---|
| CP Capture Type | flop |
| First-pass GRT wire length | approximately 14000 µm |
| Minimum clock period after layout | roughly 7.0 ns |
| Clock power share | between 10% and 20% |
| Worst Path Required | between 7 and 8 ns |
| Worst setup SP type | input port |
| Tool Warnings | 36 |
| Switching portion of total power | between 40% and 50% |
| Tcrit/Tclk final | between 90% and 100% |
| Top cells excl fill/tap | buf_4 (52), clkdlybuf4s50_1 (48), nor2_1 (44) |
| CTS Hold Bufs | 0 |
| Internal cell power | approximately 1.1 mW |
| Async set-reset flop share out of synthesis | 0% |
| Placed Cells | between 600 and 700 |
| Antenna violations before repair | 0 |
| Share of cells above drive strength 1 | 22.43% |
| Final hold violation count | 0 |
| Top cell excl fill/tap | buf_4 |
| Clk root buf | clkbuf_16 |
| Core ar. | about 12000 µm² |
| FP Core Util | slightly above 30% |
| Slew Viols, Final | 0 |
| Worst Clk Skew | roughly 0.005 ns |
| Drt initial violations | ~190 |
| CTS Buf Count | 5 |
| Worst-path clk slew | 0.06 ns |
| Max incr delay on CP | about 0.35 ns |
| Via Count | between 3000 and 4000 |
| Number of synthesized flops with an enable pin | 3 |
| Most frequent CP cell | inv_1 |
| Cell row count | 39 |
| Yosys Instances | between 400 and 500 |
| Ys Warns | 1 |
| DP HPWL | 6369 µm |
| DR pass1 iterations | 20 |
| Placer Congestion | roughly 0.87 |
| IO Pins | 50 |
| # setup viols final | 0 |
| Overall Global Routing Usage | between 10% and 20% |
| Synthesized cell area | roughly 3600 µm² |
| MaxCap Viol Count | 0 |
| Die height | around 110 µm |
| Post-route ant nets | 0 |
| Max Fanout on Critical Path | 8 |
| Drt wl/cell | 12.59 µm |
| Vias in the first global route | slightly above 3000 |
| Inserted Diodes | 0 |
| Status | finished, final reports clean |
| Global route total overflow | 0 |
| Clock sinks | around 42 |
| Htree depth | 2 |
| Worst-margin pin slew | roughly 0.52 ns |
| Synth Instances | 430 |
| Syn_area_per_cell | between 8 and 9 µm² |
| Max-slew headroom | ~65% |
| Finished Layout Cells | around 670 |
| Seq pwr share | 23.8% |
| Largest net degree at the start of global routing | 16 |
| Setup TNS | 0 ns |
| Syn-to-layout area delta | 37.46% |
| Die Area | roughly 12000 µm² |
| DRC | 0 |
| CTS Buffer Depth | 2 |
| Port bufs | roughly 49 |
| Pleak | ~1.9 nW |
| Synth Flop Type | dfxtp_1 |
| Kind of critical path | in2reg |
| Proportion of power drawn by combinational gates | 64.2% |
| Die W | approximately 110 µm |
| Flops after synth | 42 |
| Routed WL | approximately 8400 µm |
| Power per cell area | roughly 400 nW/µm² |
| F_max | around 140 MHz |
| Cell variety after synth | approximately 79 |
| YS chip area | 3571 µm² |
| CP arrival | ~7.2 ns |
| Hold WS | around 0.48 ns |
| Clock latency (worst-skew pair) | 0.28 ns |
| CTS tree | done |
| Maximum vdd drop | roughly 0.22 mV |
| Vias/cell | approximately 5.1 |
| Critical path's slowest cell | o311ai_1 |
| NetSw | 826.6 µW |
| Worst Hold Class | reg2reg |
| Synth Seq Share | between 20% and 30% |
## metal layers
layer,track usage (%),up-vias,share of wire [%]
met1,22.31,1582,51
met4,1.351,0,1.1
met5,0,-,0
met3,2.230,9,4.7
li1,-,1740,-
met2,21.01,73,43
## repair_timing
item,in CTS,in global routing
buffers inserted,1,9
setup endpoints to repair,5,11
resized,3,14
pin swaps,2,16
## final timing paths
| check | start | endpoint | slack (ns) | cells after the start |
|---|---|---|---|---|
| worst max register to register | sec[0]$_SDFF_PP0_ | yy[8]$_DFF_P_ | 0.70 | 37 |
| worst max-delay path | res | yy[8]$_DFF_P_ | 0.50 | 37 |
| worst min-delay path | sec[0]$_SDFF_PP0_ | sec[0]$_SDFF_PP0_ | 0.48 | 1 |
| worst min register to register | sec[0]$_SDFF_PP0_ | sec[0]$_SDFF_PP0_ | 0.48 | 1 |
## per-stage QoR
step / setup WS (ns) / utilization (%) / area, µm² / power (mW)
final: 0.4981 / 42.62 / 4908 / 1.960
after global routing: -0.07242 / 42.62 / 4908 / 2.145
after CTS: 0.2088 / 41.47 / 4776 / 1.928
after detailed placement: -0.2977 / 39.93 / 4598 / 1.671
after global placement: -0.1652 / 39.93 / 4598 / 1.672
after floorplan: 0.009652 / - / 3672 / 1.215
## sequential cells by signal (all words and copies together), names as in the netlist
register and count:
mm 4, sec 6, dd 6, yy 12
hr 5, ww 3, min 6
## power groups by stage
stage	registers (mW)	clock network, mW	logic, mW
global route	0.486	0.251	1.41
finish	0.466	0.235	1.26
CTS	0.464	0.243	1.22
## cell families (layout without fill, tap and decap cells)
group	after synthesis	count (layout)	share of synthesized area, %
simple gates	163	163	23.62
compound gates	89	89	20.18
xor+xnor	52	52	12.96
flops	42	42	24.39
buf+inv	41	137	4.625
fa+ha+maj	26	26	9.110
mux	17	17	5.115
## cell type report
type / count / area [µm²]
repair buffers: 103 / 898.4
well taps: 143 / 178.9
multi-input cells: 347 / 2695
inverters: 27 / 101.3
flip-flops and latches: 42 / 870.8
clock buffers: 7 / 163.9
fillers: 1067 / 6608
## synth_stat cells (all sizes together), types with 5 or more instances
library cell	instances	area share (%)
nand3	20	2.9
clkbuf	10	1.1
mux2	7	2.3
nor2	46	4.8
a21oi	19	2.9
xnor2	34	8.3
nand2	39	4.1
o21a	5	1.3
inv	27	2.8
nor3	15	2.6
a2111oi	5	2.3
mux2i	10	2.8
xor2	18	4.6
dfxtp	39	22
and2	5	0.88
ha	26	9.1
nand4	6	1.5
nor4	7	2.0
o21ai	14	2.1
## worst max-delay path, delay by kind of cell
family                   cells  cell delay [ns]
AND-OR/OR-AND               15             2.55
buffers and inverters        8             0.87
multiplexers                 3             0.64
AND/OR/NAND/NOR              6             0.78
XOR/XNOR                     1             0.11
adder cells (fa/ha/maj)      4             0.68
No activity file was given, so power comes from the tool's default toggle rates.
